`design/flow/design.v`:
```
package mips_decls_p;
    typedef enum logic [5:0] {
    OP_RTYPE   = 6'd0,
    OP_BLTGEZ  = 6'd1,
    OP_J       = 6'd2,
    OP_JAL     = 6'd3,
    OP_BEQ     = 6'd4,
    OP_BNE     = 6'd5,
    OP_ADDI    = 6'd8,
    OP_ORI     = 6'd13,
    OP_LW      = 6'd35,
    OP_SW      = 6'd43
    } opcode_t;
    typedef enum logic [5:0] {
    F_ADD = 6'd32,
    F_SUB = 6'd34,
    F_AND = 6'd36,
    F_OR  = 6'd37,
    F_XOR = 6'd38,
    F_NOR = 6'd39,
    F_SLT = 6'd42
    } funct_t;
endpackage
module mem(
    input  logic        clk, we,
    input  logic [31:0] adr, wd,
    output logic [31:0] rd
    );
    logic  [31:0] RAM[63:0];
    initial begin
        $readmemh("memfile.dat",RAM);   
    end
    assign rd = RAM[adr[31:2]];  
    always_ff @(posedge clk) begin
        if (we)
        RAM[adr[31:2]] <= wd;
    end
endmodule
```
`design/flow/memfile.dat`:
```
20020005
2003000c
2067fff7
00e22025
00642824
00a42820
10a7000a
0064202a
10800001
20050000
00e2202a
00853820
00e23822
ac670044
8c020050
08000011
20020001
ac020054
```
`design/flow/run.sh`:
```
#!/bin/bash
# OpenROAD 26Q1-2900-gdf79404cd8, Yosys 0.63+post, stock flow scripts
make -C /OpenROAD-flow-scripts/flow DESIGN_CONFIG=/design/flow/config.mk WORK_HOME=/design/flow/orfs finish
```
`design/flow/config.mk`:
```
export PLATFORM = sky130hd
export DESIGN_NAME = mem
export DESIGN_NICKNAME = mem
export VERILOG_FILES = /design/flow/design.v
export SDC_FILE = /design/flow/constraint.sdc
export NUM_CORES = 4
export LEC_CHECK = 1
export CORE_UTILIZATION = 40
export SYNTH_HDL_FRONTEND = slang
```
`design/flow/constraint.sdc`:
```
current_design mem

set clk_period 40.2
set clk_io_pct 0.2

create_clock -name clk0 -period $clk_period [get_ports {clk}]

set non_clock_inputs [all_inputs -no_clocks]
set_input_delay [expr $clk_period * $clk_io_pct] -clock clk0 $non_clock_inputs
set_output_delay [expr $clk_period * $clk_io_pct] -clock clk0 [all_outputs]
```
==> qor.yml <==
status: "completed"
grt_pass1_wl_um: 299500
top_area_cell: "edfxtp_1"
synth_flops: 2048
fmax_ghz: 0.04652
area_leaders: "edfxtp_1 79%, mux2i_1 3.3%, mux4_2 2.8%, mux2_2 2.1%, a221oi_1 2.0%"
start_kind: "primary input"
floorplan.core_util_pct: 40.23
synth-edff-count: 2048
crit_start: "adr[4]"
fin_crit_sh_pct: 53.47
die_w_um: 444.4
place_hpwl_um: 113300
maxCapViolCount: 0
grt_pass1_vias: 43900
finalCriticalPeriod_ns: 21.50
core_area_um2: 194600
wl_per_cell_um: 29.12
cts_buffers: 201
finalHoldViolations: 0
drt_iter0_drc: 2940
largest_reg_flops: 2048
syn-cell-area_um2: 78290
clockBufferDepth: 3
hold_buffers: 0
ir_worst_vdd_uv: 44.41
ios: 98
synth_cell_type_count: 55
ff_type: "edfxtp_1"
synthTopCellsByCount: "2048 x edfxtp_1, 259 x mux2i_1, 188 x a22oi_1"
finalSetupViolations: 0
fp-row-count: 162
hold_class: "primary input to flip-flop"
area.growth.synth_to_final_pct: 13.74
die_area_um2: 197500
ant_nets: 0
rsz0062_at_grt: "false"
yosys_warnings: 0
synthArstFlopShare_pct: 0
critPathMaxFanout: 66
htreeDepth: 4
cts.sinks: 2048
drt_wl_total_um: 206300
vias: 41420
slew_violations: 0
tightest_slew_ns: 0.9529
warnings: 52
clk_pin_slew_ns: 0.06
critPathCaptureType: "output port"
ys_cells: 4207
crit_type: "primary input to output port"
top_cell_area_share_pct: 78.56
synth_seq_share_pct: 78.56
relSlewSlack_pct: 36.32
drive_gt1_share_pct: 18.12
via_per_inst: 5.845
yosys_area_um2: 78290
leakage_nw: 28.26
cts_tree: "done"
antenna_found_initial: 3
crit_arrival_ns: 13.46
cts_resized: 0
overflow: 0
portBuffers: 71
drc_errors: 0
syn-mean-instance-area_um2: 18.61
post_cts_buffers: 0
required_ns: 32.16
yosysMostFrequentCell: "edfxtp_1"
grtUsageTotal_pct: 22.93
root_buffer: "clkbuf_16"
gp_congestion: 0.8659
power_w: 0.004387
fp.dieH_um: 444.4
grt_max_degree: 95
tns_ns: 0
place_ws_ns: 18.70
hp-start: "wd[8]"
drtPass1Iterations: 6
p_per_area_nw_per_um2: 49.27
synthCells: 4207
worst_slack_ns: 18.70
final timing paths:
path         end  slack [ns]  cells after the start
min   RAM[49][8]        7.86                      2
max       rd[30]       18.70                     11
layer usage:
metal | vias up | GRT usage (%) | share of wire (%)
met5 | - | 0.4884 | 0.066
met4 | 4 | 6.530 | 3.5
met3 | 352 | 15.44 | 15
met2 | 2391 | 33.65 | 47
met1 | 20770 | 28.71 | 34
li1 | 17900 | - | -
final cells by class:
cell class	instances	area, um^2
repair buffers	264	2039
diodes	1	2.502
fillers	16050	105500
multi-input cells	1859	16080
clock buffers	262	5301
flip-flops and latches	2048	61500
inverters	2	15.01
clock inverters	107	924.6
well taps	2542	3181
cells by family (layout without fill, tap and decap cells):
logic type,after synthesis,after routing,synth area share (%)
multiplexers,502,502,8.188
AND-OR/OR-AND,933,933,8.733
flip-flops,2048,2048,78.56
other,0,1,0
buffers and inverters,300,635,1.696
AND/OR/NAND/NOR,424,424,2.829
metrics by stage:
stage               instance area [um^2]  util (%)  instances  hold WS [ns]
floorplan                          78290         -       4207         8.139
global placement                   82820     42.56       6715         8.708
detailed placement                 82820     42.56       6715         8.724
CTS                                89040     45.76       7084         7.813
global route                       89040     45.76       7084         7.866
finish                             89050     45.76       7085         7.855
report_power, final:
part | total (W) | internal [W] | switching (W)
Sequential | 0.00237 | 0.00236 | 0.00000288
Clock | 0.00179 | 0.00101 | 0.000783
Combinational | 0.000232 | 0.0000753 | 0.000156
Total | 0.00439 | 0.00345 | 0.000942
critical path, stage by stage:
cell and delay (ns):
buf_8 0.39, buf_4 0.57, buf_4 0.64, buf_4 0.65
buf_4 0.63, mux2_2 0.42, a21oi_1 0.15, o221ai_1 0.27
a221o_1 0.45, or3_1 0.53, clkdlybuf4s50_1 0.49
placed cells by master (no fill, tap or decap), types with 19 or more instances in the layout:
cell type        count
a21oi_1            121
a221oi_1           175
a22o_1              66
a22oi_1            188
a31oi_1             43
and3_1              85
buf_2               32
buf_4              191
clkbuf_1            59
clkbuf_16          203
clkdlybuf4s50_1     36
clkinv_1            52
clkinv_2            27
edfxtp_1          2048
mux2_2             147
mux2i_1            259
mux4_2              96
nand2_1             27
nand3_1             53
nor2_1              77
nor2_4              67
nor3_1              19
o21ai_0             84
o22a_1              70
o22ai_1             93
