==> design/flow/config.mk <==
export PLATFORM = sky130hd
export DESIGN_NAME = dmem
export DESIGN_NICKNAME = dmem
export VERILOG_FILES = /design/flow/design.v
export SDC_FILE = /design/flow/constraint.sdc
export NUM_CORES = 4
export LEC_CHECK = 1
export CORE_UTILIZATION = 30
export SYNTH_HDL_FRONTEND = slang
==> design/flow/constraint.sdc <==
current_design dmem

set clk_period 37.2
set clk_io_pct 0.2

create_clock -name clk0 -period $clk_period [get_ports {clk}]

set non_clock_inputs [all_inputs -no_clocks]
set_input_delay [expr $clk_period * $clk_io_pct] -clock clk0 $non_clock_inputs
set_output_delay [expr $clk_period * $clk_io_pct] -clock clk0 [all_outputs]
==> design/flow/design.v <==
package mips_decls_p;
    typedef enum logic [5:0] {
    OP_RTYPE   = 6'd0,
    OP_BLTGEZ  = 6'd1,
    OP_J       = 6'd2,
    OP_JAL     = 6'd3,
    OP_BEQ     = 6'd4,
    OP_BNE     = 6'd5,
    OP_ADDI    = 6'd8,
    OP_ORI     = 6'd13,
    OP_LW      = 6'd35,
    OP_SW      = 6'd43
    } opcode_t;
    typedef enum logic [5:0] {
    F_ADD = 6'd32,
    F_SUB = 6'd34,
    F_AND = 6'd36,
    F_OR  = 6'd37,
    F_XOR = 6'd38,
    F_NOR = 6'd39,
    F_SLT = 6'd42
    } funct_t;
endpackage
module dmem #(parameter SIZE=32) (
    input logic             clk, we,
    input logic [SIZE-1:0]  adr, wd,
    output logic [31:0]     rd
    );
    logic [31:0]    RAM[63:0];
    logic [29:0] adr_w;
    assign adr_w = adr[31:2];   
    always_comb
    if (adr_w < SIZE) rd = RAM[adr_w];
    else rd = 'x;
    always @(posedge clk)
    if (we && (adr_w < SIZE))
    RAM[adr_w] <= wd;
endmodule
==> design/flow/run.sh <==
#!/bin/bash
# OpenROAD 26Q1-2900-gdf79404cd8, Yosys 0.63+post, stock flow scripts
make -C /OpenROAD-flow-scripts/flow DESIGN_CONFIG=/design/flow/config.mk WORK_HOME=/design/flow/orfs finish
==> deck_impl_summary.md <==
Implementation Results

Run status
  – Run status: finished clean

Synthesis
  – Ranking of synthesized cells by area: sky130_fd_sc_hd__edfxtp_1, sky130_fd_sc_hd__a221oi_1, sky130_fd_sc_hd__mux2i_1
  – Commonest register cell after synthesis: sky130_fd_sc_hd__edfxtp_1
  – Post-synth tally of flip-flops with integrated enable: between 2000 and 2500
  – Gate count after technology mapping: 4510
  – Top cells by count, synth: sky130_fd_sc_hd__edfxtp_1, sky130_fd_sc_hd__a221oi_1, sky130_fd_sc_hd__o21ai_0
  – Dominant cell type by area after synthesis: sky130_fd_sc_hd__edfxtp_1
  – Number of standard cells reported by yosys: 4510
  – Cell area after technology mapping: a little under 80000 µm²
  – Synth Warn #: 0
  – Max-area cell share: 0.788
  – Dominant cell by count in the synthesized netlist: sky130_fd_sc_hd__edfxtp_1
  – Chip area line of the yosys report: between 70000 and 80000 µm²
  – Yosys reg bits: a little over 2000
  – Fraction of registers with async set or reset after synthesis: 0
  – Share of synthesized area occupied by flip-flops and latches: 0.788
  – Synth Area per Inst: about 17 µm²
  – Number of different library cells in the post-synthesis netlist: 59

Min path
  – Min-Delay Path Depth: 2
  – Startpoint of the lowest-slack hold path: wd[7]
  – Hold path endpoint: RAM[33][7]$_DFFE_PP_
  – Class of the worst hold path: input pin to register

Critical path
  – Arrival time of the worst setup path: ~13 ns
  – Type of element launching the critical path: input pin
  – Endpoint class of the critical path: primary output
  – Worst Path Max Fanout: 46
  – CP required: roughly 30 ns
  – Start-to-end type of the worst setup path: input pin to primary output

Drt
  – Iteration-0 DRC count of the detailed router: 2994
  – Vias: about 45000
  – Post-route antenna net violation count: 0
  – Number of iterations in the first detailed-routing pass: 6
  – Average via count per standard cell: 4.87
  – Average routed wire per standard cell: approximately 22 µm
  – Final WL: roughly 200000 µm
  – DRC errors left: 0

Die
  – Total die size: 262000 µm²
  – Area of the placeable core: around 260000 µm²
  – Horizontal die dimension: just over 500 µm
  – Vertical die dimension: about 510 µm
  – Number of top-level pins: 98
  – Number of rows created at floorplan: ~190
  – Starting utilization of the core area: 0.303

Global routing
  – Number of global-route vias before repair: roughly 46000
  – Number of antenna violations at the first check in global routing: 5
  – Maximum number of pins on one net before global-route repair: 65
  – Total routing resource utilization after global routing: 0.162
  – First-pass GRT wire length: 293000 µm
  – Total grt overflow: 0

Final layout
  – Final Cell Area: 92900 µm²
  – Area grow syn2layout: 19.1%
  – Number of non-filler instances in the completed layout: 9178
  – Largest registers: RAM x2048
  – Max FFs per register: between 2000 and 2500
  – Largest reg by FF count: RAM
  – Fin util: 0.361
  – Layout cell share with drive strength beyond 1: 0.103

Clocking
  – CTS hold repair buffers: 0
  – H-tree levels: 4
  – CTS tree: built
  – Clock sink count: a little over 2000
  – Inserted Clock Buffers: about 200
  – Clock buffer depth: 3
  – Number of cells upsized or downsized after cts: 0
  – Root cell of the clock tree: sky130_fd_sc_hd__clkbuf_16
  – Number of post-CTS setup repair buffers: 0
  – Reg clk slew, reported paths: ~0.060 ns

Timing
  – Remaining max-slew budget at the tightest pin: 0.390
  – Final-report hold violation count: 0
  – Worst hold-check slack: ~7.2 ns
  – Worst Max-Slew Pin Slew: roughly 0.91 ns
  – Post-route setup TNS: 0 ns
  – Final critical-path required period: roughly 20 ns
  – Fmax: around 50 MHz
  – Slew Limit Fails: 0
  – Final-report setup violation count: 0
  – Final worst-path cycle share: 0.536
  – Setup repair after global routing missed its margin: no
  – Final worst setup slack: ~17 ns

Placement
  – Setup slack after placement: 17.32 ns
  – Detailed placement HPWL: 109000 µm
  – RePlAce Congestion: 0.841
  – Inst Count DP: about 9000
  – Area after DPL: 86800 µm²
  – PortBufs: 95

Power and ir drop
  – VDD IR-drop max: 0.0445 mV
  – Total power consumption of the routed design: ~4.8 mW
  – Pwr/cell area: between 50 and 60 nW/µm²
  – Standby leakage power: roughly 31 nW

Job
  – Number of maximum-capacitance constraint violations: 0
  – OpenROAD warning count: 28
## how the worst max path moves through the flow
stage,end,slack [ns],cells after the start,start
5_1_grt,rd[23],17.04,12,adr[2]
6_report,rd[23],17.26,12,adr[2]
4_1_cts,rd[23],17.32,12,adr[2]
## placed cells by master (no fill, tap or decap), types with 13 or more instances in the layout
cell type,synthesis,routed
sky130_fd_sc_hd__edfxtp_1,2048,2048
sky130_fd_sc_hd__conb_1,1,1024
sky130_fd_sc_hd__a221oi_1,418,418
sky130_fd_sc_hd__o21ai_0,249,249
sky130_fd_sc_hd__a21oi_1,224,224
sky130_fd_sc_hd__a22oi_1,220,220
sky130_fd_sc_hd__clkbuf_16,0,196
sky130_fd_sc_hd__nor2_1,226,190
sky130_fd_sc_hd__mux2i_1,183,183
sky130_fd_sc_hd__buf_4,20,163
sky130_fd_sc_hd__o22ai_1,89,89
sky130_fd_sc_hd__a22o_1,61,61
sky130_fd_sc_hd__clkdlybuf4s50_1,0,60
sky130_fd_sc_hd__nand2_1,58,58
sky130_fd_sc_hd__mux2_2,51,51
sky130_fd_sc_hd__clkbuf_1,152,50
sky130_fd_sc_hd__clkinv_1,0,46
sky130_fd_sc_hd__nor3_1,45,42
sky130_fd_sc_hd__nor2_4,0,34
sky130_fd_sc_hd__clkinv_2,0,32
sky130_fd_sc_hd__buf_2,136,32
sky130_fd_sc_hd__nand3_1,33,31
sky130_fd_sc_hd__mux4_2,25,25
sky130_fd_sc_hd__nand3b_1,21,21
sky130_fd_sc_hd__o211ai_1,19,19
sky130_fd_sc_hd__nand4_1,16,16
sky130_fd_sc_hd__and3_1,16,16
sky130_fd_sc_hd__a31oi_1,16,16
sky130_fd_sc_hd__nor2b_1,19,15
sky130_fd_sc_hd__or4_1,13,13
## worst max-delay path, stage by stage
cell,delay (ns)
sky130_fd_sc_hd__buf_8,0.33
sky130_fd_sc_hd__buf_4,0.56
sky130_fd_sc_hd__buf_4,0.64
sky130_fd_sc_hd__nor2b_4,0.29
sky130_fd_sc_hd__buf_4,0.36
sky130_fd_sc_hd__buf_4,0.41
sky130_fd_sc_hd__a22oi_1,0.32
sky130_fd_sc_hd__o32ai_1,0.13
sky130_fd_sc_hd__nor3_1,0.47
sky130_fd_sc_hd__o21ai_0,0.15
sky130_fd_sc_hd__or4_1,0.71
sky130_fd_sc_hd__clkdlybuf4s50_1,0.48
## power breakdown
part           switching [mW]  internal, mW
clock network           0.847          1.05
registers              0.0207          2.64
logic                   0.199        0.0900
total                    1.07          3.78
## logic make-up after synthesis
kind of cell	share of synthesized area
and+or+nand+nor	0.0286
AOI/OAI and AO/OA	0.123
DFF	0.788
muxes	0.0381
buffers and inverters	0.0215
other	0.0000481
## final cells by class
cell class | count | area (µm²)
clock buffer | 246 | 5090
multi-input combinational | 3125 | 19000
timing repair buffer | 258 | 2030
tap | 3384 | 4230
inverter | 4 | 27.5
antenna | 3 | 7.51
clock inverter | 110 | 1030
fill | 23500 | 165000
sequential | 2048 | 61500
## per-layer routing
layer	global-route usage	vias to the layer above	wire length, µm
met4	0.0510	6	7580
met5	0.00292	-	83
met2	0.255	2420	95900
met3	0.106	382	28200
met1	0.180	22000	68000
li1	-	19900	-
Power and IR drop assume default switching activity.
