--- design/flow/config.mk ---
export PLATFORM = sky130hd
export DESIGN_NAME = regfile
export DESIGN_NICKNAME = regfile
export VERILOG_FILES = /design/flow/design.v
export SDC_FILE = /design/flow/constraint.sdc
export NUM_CORES = 4
export LEC_CHECK = 1
export CORE_UTILIZATION = 30
export SYNTH_HDL_FRONTEND = slang
--- design/flow/constraint.sdc ---
current_design regfile

set clk_period 10.0
set clk_io_pct 0.2

create_clock -name clk0 -period $clk_period [get_ports {clk}]

set non_clock_inputs [all_inputs -no_clocks]
set_input_delay [expr $clk_period * $clk_io_pct] -clock clk0 $non_clock_inputs
set_output_delay [expr $clk_period * $clk_io_pct] -clock clk0 [all_outputs]
--- design/flow/design.v ---
package mips_decls_p;
    typedef enum logic [5:0] {
    OP_RTYPE   = 6'd0,
    OP_BLTGEZ  = 6'd1,
    OP_J       = 6'd2,
    OP_JAL     = 6'd3,
    OP_BEQ     = 6'd4,
    OP_BNE     = 6'd5,
    OP_ADDI    = 6'd8,
    OP_ORI     = 6'd13,
    OP_LW      = 6'd35,
    OP_SW      = 6'd43
    } opcode_t;
    typedef enum logic [5:0] {
    F_ADD = 6'd32,
    F_SUB = 6'd34,
    F_AND = 6'd36,
    F_OR  = 6'd37,
    F_XOR = 6'd38,
    F_NOR = 6'd39,
    F_SLT = 6'd42
    } funct_t;
endpackage
module regfile(
    input  logic        clk,
    input  logic        we3,
    input  logic [4:0]  ra1, ra2, wa3,
    input  logic [31:0] wd3,
    output logic [31:0] rd1, rd2
    );
    logic [31:0] rf[31:0];
    always_ff @(posedge clk) begin
        if (we3) rf[wa3] <= wd3;
    end
    assign rd1 = (ra1 != 0) ? rf[ra1] : 0;
    assign rd2 = (ra2 != 0) ? rf[ra2] : 0;
endmodule
--- design/flow/run.sh ---
#!/bin/bash
# OpenROAD 26Q1-2900-gdf79404cd8, Yosys 0.63+post, stock flow scripts
make -C /OpenROAD-flow-scripts/flow DESIGN_CONFIG=/design/flow/config.mk WORK_HOME=/design/flow/orfs finish
==> results.cfg <==
; generated from flow reports
[global_route]
antenna_found_initial = 8
grt_overflow = 0
grt_pass1_wl_um = 207000
grt_util_all_layers_pct = 19.7
grt_max_degree = 72
grt_pass1_vias = 29000

[logic_synthesis]
ys.flop_type = edfxtp_1
ys_area_um2 = 47000
avgSynthCellArea_um2 = 19.6
yosys_cells = 2400
synthArstFlopShare_pct = 0
ys_ff = 1024
syn_inst = 2400
yosys_warnings = 0
yosysTopAreaCellShare_pct = 65.5
largest_area_cell = edfxtp_1
syn_area_um2 = 47000
synth_cell_types = 40
top_cells_by_area = edfxtp_1, mux4_2, mux2i_1
synth_seq_share_pct = 65.5
edf_count = 1024

[critical_path]
path_class = in -> out
arrival_ns = 6.35
critPathLaunchType = input port
path_max_fanout = 30
worstPathCellList = buf_4, buf_4, or3b_2, buf_4, o22ai_1, a2111oi_2, buf_4, nor3_1, clkdlybuf4s50_1
cp_slowest_stage_delay_ns = 1.03
crit_top_cell = buf_4
worst_path_max_delay_cell = nor3_1
crit_cells = 9
critical-path-top-delay-family = buffers and inverters
required_ns = 8.00
critical_path.startpoint = ra2[1]
worst_setup_path_end_kind = primary output
crit_buf_inv = 5
endpoint = rd2[3]

[drt]
drt_iter0_markers = 1389
postRouteWirelength_um = 145000
ant_nets = 0
drc = 0
vias = 26100
drt-vias-per-instance = 5.57
met1_length_um = 45600
routed.top_layer = met5
wl_met2_um = 66700
route.met3.wl_um = 28400
post_drt_wl_per_cell_um = 30.9
drt-pass1-iter-count = 5

[power]
ir_worst_vdd_mv = 0.135
cellPowerDensity_nw_per_um2 = 174
leakagePower_nw = 17.2

[clock_network]
cts_sinks = 1024
cts_tree = yes
clk_path_buf_depth = 3
clk_pin_slew_ns = 0.06
postCtsSetupBuffers = 0
holdBufCountCts = 0
numCtsBuffers = 105
cts_resized = 0
cts_root_buffer = clkbuf_16
cts_htree_levels = 3

[final_timing]
max_freq_mhz = 120
period_needed_ns = 8.35
post-route-worst-setup-slack_ns = 1.65
setup_viol = 0
finalMaxSlewViolations = 0
post-route-period-util_pct = 83.5
timing.setup.tns_ns = 0
fin_hold_ws_ns = 2.14
hold_violations = 0
worst_pin_slew_ns = 1.32
rsz0062_at_grt = no
maxSlewHeadroom_pct = 11.1

[die]
fp.dieW_um = 398
fp_util_pct = 30.3
die-area_um2 = 158000
die_height_um = 398
rows = 144
fp.coreArea_um2 = 155000
num_io_pins = 113

[job]
warnings = 26
cap_violations = 0

[cells_and_area]
layout_top_cell = edfxtp_1
syn2layout_area_growth_pct = 16.3
finish.utilization_pct = 35.3
final_cells = 4698
layout-drive-gt1-share_pct = 30.1
largest_reg_flops = 1024
layout_top_cells = edfxtp_1, mux4_2, mux2i_1, buf_4, clkbuf_16
reg_top3 = rf (1024)
top_register = rf

[place]
dp_slack_ns = 1.70
dp_cells = 4500
hpwl_um = 87200
io_buffers = 112
gp_congestion = 0.903

[status]
status = completed

[min_path]
hold_path.class = in -> reg
[kinds of logic after synthesis]
kind of cell    share of synthesized area [%]
compound gates                           5.41
flops                                    65.5
buf+inv                                  2.31
mux                                      24.9
simple gates                             1.94
[cells in the mapped netlist, drive strengths merged (2+ instances only)]
cell type / count
o221ai: 31
a211o: 23
nor2b: 8
and2: 13
inv: 25
a22o: 62
or3: 2
mux4: 425
nand2: 65
a221oi: 23
nand3: 4
buf: 97
a21oi: 46
nand3b: 7
mux2: 24
a2111oi: 31
nand2b: 3
edfxtp: 1024
nor4: 9
clkbuf: 104
nor3: 33
nor2: 35
or3b: 5
a32o: 9
a211oi: 47
o22ai: 55
mux2i: 183
[area by class of cell]
type	instances	area, µm²
multi-input combinational	1150	15500
clock inverter	72	651
timing repair buffer	257	2320
fill	14100	100000
tap	2044	2560
sequential	1024	30700
antenna	2	5.00
clock buffer	124	2720
inverter	25	98.8
[stage by stage]
stage                     total power [mW]  cell area, µm²
after floorplan                       5.34           47000
after global placement                5.76           51200
after detailed placement              5.76           51200
after CTS                             9.59           54600
after global routing                  9.79           54600
final                                 9.53           54600
[layer usage]
metal / GRT usage (%) / vias to the layer above
li1: - / 10800
met1: 20.9 / 13200
met2: 29.3 / 1925
met3: 17.4 / 256
met4: 4.24 / 12
met5: 1.39 / -
[worst min path at each step]
| stage | from | slack, ns | end | cells past startpoint |
|---|---|---|---|---|
| 4_1_cts | wd3[19] | 2.11 | rf[1][19] | 2 |
| 6_report | wd3[19] | 2.14 | rf[4][19] | 2 |
| 5_1_grt | wd3[22] | 2.15 | rf[20][22] | 2 |
[power by group]
part	internal, mW	switching (mW)	total [mW]
combinational	0.376	0.498	0.874
sequential	4.78	0.0201	4.80
clock	2.20	1.65	3.86
No activity file was given, so power comes from the tool's default toggle rates.
